[flow/config.mk]
export PLATFORM = sky130hd
export DESIGN_NAME = ALU
export DESIGN_NICKNAME = ALU
export VERILOG_FILES = /design/flow/design.v
export SDC_FILE = /design/flow/constraint.sdc
export NUM_CORES = 4
export LEC_CHECK = 1
export CORE_UTILIZATION = 50
[flow/constraint.sdc]
current_design ALU

set clk_period 12.1
set clk_io_pct 0.2

create_clock -name clk0 -period $clk_period

set non_clock_inputs [all_inputs -no_clocks]
set_input_delay [expr $clk_period * $clk_io_pct] -clock clk0 $non_clock_inputs
set_output_delay [expr $clk_period * $clk_io_pct] -clock clk0 [all_outputs]
[flow/design.v]
`timescale 1ns / 1ps
module ALU(
input wire [3:0]  ALUcontrol,
input [31:0] srcA,
input [31:0] srcB,
output zero,
output reg [31:0] ALUresult
    );
 always @(*) begin 
 case (ALUcontrol) 
    4'b0000: ALUresult = srcA+srcB;
    4'b0001: ALUresult= srcA- srcB;
    4'b0010: ALUresult= srcA & srcB;
    4'b0011: ALUresult = srcA | srcB;
    4'b0101: ALUresult  = ($signed(srcA) < $signed(srcB)) ? 32'd1 : 32'd0;
    4'b0110: ALUresult = (srcA < srcB) ? 32'd1 : 32'd0;
    4'b0111:ALUresult= srcA ^ srcB;
    4'b1000: ALUresult = srcA>>srcB[4:0];
    4'b1001: ALUresult = $signed(srcA)>>>srcB[4:0];
    4'b1010:ALUresult = srcA<<srcB[4:0];
    default: ALUresult=32'b0; 
    endcase 
    end 
    assign zero = (ALUresult==32'b0);
endmodule
[flow/run.sh]
#!/bin/bash
# OpenROAD 26Q1-2900-gdf79404cd8, Yosys 0.63+post, stock flow scripts
make -C /OpenROAD-flow-scripts/flow DESIGN_CONFIG=/design/flow/config.mk WORK_HOME=/design/flow/orfs finish
==> ci_impl_report.md <==
### Yosys + OpenROAD results

| Metric | Value |
|---|---|
| Status | completed |
| Synthesized chip area reported by yosys | 0.00936 mm² |
| Leak Pwr | 4.24 nW |
| Hold Violations, Final | 0 |
| Met3 wire len | 5730 µm |
| Reg power frac | 0% |
| Top cells, area | ha_1 (13%), mux4_2 (7.5%), mux2i_1 (7.2%), a21oi_1 (6.1%), nand2_1 (4.6%) |
| Die x size | 139 µm |
| RSZ-0062 raised after global routing | no |
| Gr usage total | 44.5% |
| Chip area | 0.0193 mm² |
| Max Cap Violations | 0 |
| Clock Power Share | 0% |
| Post-route ant nets | 0 |
| Top-count cell post-synth | nand2_1 |
| # clk buffers | 0 |
| Flops | 0 |
| Crit path max fanout | 38 |
| Site Rows | 49 |
| Core Footprint | 0.0181 mm² |
| DP Wirelength | 33900 µm |
| Initial antenna violation count | 0 |
| Worst hold start | srcB[3] |
| WP data arrival | 8280 ps |
| FMAX | 93.4 MHz |
| I/O pin total | 101 |
| First-pass GRT wire length | 64100 µm |
| Number of instances on the worst hold path | 6 |
| Post-layout min period | 10700 ps |
| Total power | 499 µW |
| Die Span Y | 139 µm |
| Drt pass-1 iters | 6 |
| Cycle use final | 88.5% |
| Post-CTS resize count | 0 |
| Routed vias/inst | 7.32 |
| Area Overhead vs Synth | 10.9% |
| Synth Cell Area | 0.00936 mm² |
| Yosys cell count | 1339 |
| Largest net degree at the start of global routing | 58 |
| Vias in the first global route | 10400 |
| CP startpoint kind | input pin |
| Switching Fraction | 61.1% |
| Setup Viol. Count Final | 0 |
| Setup bufs post-CTS | 0 |
| Worst slew pin tran | 873 ps |
| Top cells by count | nand2_1 (115), a21oi_1 (114), nor2_1 (112) |
| Post-route DRC | 0 |
| Max-slew violation count | 0 |
| Top routing layer in use | met4 |
| Cell Type Count | 89 |
| Maximum vdd drop | 0.0218 mV |
| Wire length per cell | 27.3 µm |
| Reg area | 0 µm² |
| Register share after synthesis | 0% |
| Fillers | 1788 |
| Hold EP | ALUresult[26] |
| Comb power frac | 100.0% |
| Post-Route WL | 43300 µm |
| Int Power | 194 µW |
| Final GP Congestion | 1.06 |
| Port bufs | 101 |
| Worst Setup End Kind | primary output |
| Avg Inst Size Synth | 6.99 µm² |
| Tightest Hold Check Type | in -> out |
| Antenna Cells | 0 |
| Tool warning count | 98 |
| Syn. warnings | 1 |
| Synth Instances | 1339 |
| Share of the synthesized area in the top cell type | 13.0% |
| Fp_density | 51.6% |
| Setup Crit Path Kind | in -> out |
| Pwr per Cell Area | 48.1 mW/mm² |
| Worst EP required | 9680 ps |
| Total number of vias | 11600 |
| Met1 WL | 17600 µm |
| Fraction of layout cells with a size suffix above 1 | 8.60% |
| Number of buffers inserted by hold repair at cts | 0 |
| Worst relative slew slack | 40.3% |
| Met2 wire len | 18400 µm |
| Iter 0 DRT Violations | 1469 |
| Psw | 304 µW |
| Total grt overflow | 0 |
| Synth area leader | ha_1 |
| TNS Setup | 0 ps |
cells in the final DEF (no fill, tap or decap), types with 31 or more instances in the layout:
| cell type | netlist | final |
|---|---|---|
| nand2_1 | 115 | 115 |
| a21oi_1 | 114 | 114 |
| nor2_1 | 112 | 112 |
| ha_1 | 97 | 97 |
| clkdlybuf4s50_1 | 0 | 97 |
| inv_1 | 90 | 90 |
| o21ai_0 | 80 | 80 |
| mux2i_1 | 67 | 67 |
| nand3_1 | 35 | 35 |
| buf_4 | 2 | 32 |
| mux4_2 | 31 | 31 |
| nor3_1 | 31 | 31 |
layout make-up:
class | count | area [µm²] | area share (%)
multi-input cells | 1135 | 8510 | 82.1
repair buffers | 132 | 1230 | 11.8
inverters | 93 | 349 | 3.37
well taps | 229 | 287 | 2.76
kinds of logic after synthesis:
logic type | Yosys count | synth area share [%]
XOR/XNOR | 10 | 0.936
buffers and inverters | 204 | 9.23
AND/OR/NAND/NOR | 430 | 22.8
AND-OR/OR-AND | 472 | 34.7
adder cells (fa/ha/maj) | 99 | 13.4
multiplexers | 124 | 18.9
power groups by stage:
stage	Combinational (mW)	Sequential, mW	Clock [mW]
4_1_cts	0.481	0	0
5_1_grt	0.526	0	0
6_report	0.499	0	0
how the worst max path moves through the flow:
stage / start / to / slack [ps] / cells past startpoint
after CTS: srcB[4] / zero / 1560 / 16
after global routing: srcB[4] / zero / 1160 / 16
final: srcB[4] / zero / 1400 / 16
stage by stage:
stage	instances	cell area, µm²	util (%)	hold WS [ps]	worst slack (ps)
after floorplan	1339	9360	-	5130	3380
after global placement	1589	10400	57.2	6130	1670
after detailed placement	1589	10400	57.2	6130	1570
after CTS	1589	10400	57.2	6140	1560
after global routing	1589	10400	57.2	6210	1160
final	1589	10400	57.2	6180	1400
layer usage:
| layer | up-vias | global-route usage (%) |
|---|---|---|
| li1 | 5173 | - |
| met1 | 5496 | 63.0 |
| met2 | 843 | 65.8 |
| met3 | 115 | 12.7 |
| met4 | 0 | 14.0 |
| met5 | - | 0 |
worst max-delay path, stage by stage:
cell and delay, ps:
clkdlybuf4s50_1 450, buf_4 380, inv_1 480, ha_1 610, inv_1 90, a221oi_1 670
a21oi_1 190, a211oi_1 450, o211ai_1 190, xnor2_1 150, a211o_1 330, or4_1 530
a2111oi_2 460, nand4b_1 190, nor3b_2 190, clkdlybuf4s50_1 480
Power figures rest on the tool's default switching activity, not on a simulated workload.
